$ cat ./design.v
module Mux5 (PCin1, PCin2, Jump, PCin);
	input [31:0] PCin1, PCin2;
	input Jump;	
	output reg [31:0] PCin;
	initial begin
		PCin <= 0;
	end
	always @(*) begin
		case (Jump)
			0: PCin <= PCin1 ;
			1: PCin <= PCin2;
		endcase
	end
endmodule
$ cat ./run.sh
#!/bin/bash
# OpenROAD 26Q1-2900-gdf79404cd8, Yosys 0.63+post, stock flow scripts
make -C /OpenROAD-flow-scripts/flow DESIGN_CONFIG=/design/flow/config.mk WORK_HOME=/design/flow/orfs finish
$ cat ./config.mk
export PLATFORM = sky130hd
export DESIGN_NAME = Mux5
export DESIGN_NICKNAME = Mux5
export VERILOG_FILES = /design/flow/design.v
export SDC_FILE = /design/flow/constraint.sdc
export NUM_CORES = 4
export LEC_CHECK = 1
export CORE_AREA = 10 10 71 71
export DIE_AREA = 0 0 81 81
$ cat ./constraint.sdc
current_design Mux5

set clk_period 1.0
set clk_io_pct 0.2

create_clock -name clk0 -period $clk_period

set non_clock_inputs [all_inputs -no_clocks]
set_input_delay [expr $clk_period * $clk_io_pct] -clock clk0 $non_clock_inputs
set_output_delay [expr $clk_period * $clk_io_pct] -clock clk0 [all_outputs]
==> results_slide.txt <==
Key Metrics from the Run

Outcome
  • Outcome: finished, violations left
  • Failing checks: setup timing

Run
  • Max capacitance violation total: 0
  • Log Warnings: 34

Finish
  • Storage element area: 0 um^2
  • MI comb area: 480.5 um^2
  • Cell area after layout: 0.001603 mm^2
  • Ratio of cells with drive above 1 in the final layout: 54.29%
  • CLK BUF: 0
  • Registers: 0
  • Post-Route Utilization: 44.11%
  • Fillers: 366
  • Syn-to-layout area delta: 194.5%

Floorplanning
  • Die Ht: 81 um
  • Core area: 0.003633 mm^2
  • Init Core Util: 14.98%
  • Die extent in x: 81 um
  • FP Rows: 22
  • Die area: 0.006561 mm^2
  • Io pins: 97

Power and ir drop
  • Leakage: 0.8703 nW
  • Clock Power Share: 0%
  • Switching share of power: 22.21%
  • Pint: 0.4910 mW
  • Cell Pwr Density: 393.8 mW/mm^2
  • Sequential Power Share: 0%
  • Design Power: 0.6312 mW
  • Combinational share of power: 100.0%
  • VDD IR-drop max: 144.1 uV
  • Sw Pwr: 0.1402 mW

Synth
  • Yosys cell count: 36
  • Mapped Cells: 36
  • Post-synth top cells: 30 x mux2_4, 3 x buf_12, 2 x mux2_2, 1 x buf_6
  • Post-Syn Area: 544.3 um^2
  • Distinct lib cells used: 4
  • Biggest area cells: mux2_4 83%, buf_12 11%, mux2_2 4.1%
  • Area leader share: 82.76%
  • Most common cell in the netlist: mux2_4
  • Syn_area_per_cell: 15.12 um^2
  • Number of synthesis warnings: 1
  • Largest area contributor in the netlist: mux2_4
  • Seq share, synth: 0%
  • Yosys Chip Area: 544.3 um^2

Worst hold path
  • Hold path start: PCin1[23]
  • Hold path depth: 3
  • WHS Endpoint: PCin[23]
  • Tightest Hold Check Type: input pin to primary output

Routing
  • DR vias: 704
  • Initial DRT Pass Iterations: 2
  • Initial DRC count: 2
  • Vias per inst: 3.745
  • DR WL/cell: 14.95 um
  • Antenna Cells: 0
  • Detailed-route DRC error count: 0
  • Routed wire length: 2.811 mm
  • Antenna viol nets, final: 0

Critical path
  • Max stage delay cell, worst path: mux2_4
  • Worst Path Max Fanout: 5
  • WP data required: 0.80 ns
  • Critical path launch point type: input pin
  • Crit-path max cell delay: 0.30 ns
  • Cells along the critical path: buf_12 > buf_8 > buf_12 > mux2_4 > buf_6
  • CP most frequent cell: buf_12
  • Crit. End Element: primary output
  • Critical path class: input pin to primary output
  • Worst Path Arrival: 0.97 ns

Global route
  • Antenna violations before repair: 0
  • Tot GR Track Use: 7.561%
  • Largest net degree at the start of global routing: 11
  • First-pass GRT wire length: 3.988 mm
  • Vias in the first global route: 757
  • Grt ovf: 0

Timing
  • RSZ-0062 raised after global routing: yes
  • TNS Setup: -3.890 ns
  • Worst rel slew slack: 94.35%
  • Final setup margin: -0.1676 ns
  • Period utilisation layout: 116.8%
  • Final Critical Period: 1.168 ns
  • Worst-Margin Slew: 0.08479 ns
  • Max Transition Viols Final: 0
  • Endpoints failing setup: 32
  • Fmax: 856.5 MHz
  • Fin. Hold Viols: 0

Placed design
  • Buffers on Ports: 97
  • Cell Area, Placed: 0.001529 mm^2
  • Gp weighted congestion: 0.8420
  • Post-detail-place hpwl: 2.521 mm
  • Pre-CTS setup slack: -0.5175 ns

Clock network
  • CTS Hold Buffers Added: 0
cells by family after synthesis:
| kind of cell | Yosys count | share of synthesized area, % |
|---|---|---|
| mux | 32 | 86.90 |
| buf+inv | 4 | 13.10 |
area by class of cell:
cell class / instances / share of cell area, %
multi-input combinational: 32 / 29.98
timing repair buffer: 108 / 66.28
tap: 48 / 3.747
worst max path at each step:
stage	startpoint	end	slack, ns
CTS	Jump	PCin[7]	-0.17
global route	Jump	PCin[22]	-0.18
finish	Jump	PCin[22]	-0.17
stage by stage:
stage          hold WS, ns  instances
2_1_floorplan       0.4977         36
3_3_place_gp         1.251        181
3_5_place_dp         1.249        181
4_1_cts             0.8031        188
5_1_grt             0.8087        188
6_report            0.7968        188
per-layer routing:
metal,share of wire [%],vias to the layer above,track usage (%)
li1,-,346,-
met1,36,308,8.568
met2,50,50,13.61
met3,13,0,3.341
met4,0,0,0
met5,0,-,0
layout by cell type, fill, tap and decap left out:
cell           netlist  routed
dlygate4sd2_1        0      64
buf_12               3       6
buf_2                0       8
buf_8                0       2
mux2_4              30      32
buf_4                0       1
buf_6                1      27
power groups by stage:
stage	clock [mW]	sequential, mW	combinational (mW)
finish	0	0	0.631
CTS	0	0	0.609
global route	0	0	0.678
critical path: cells and delay by family:
| kind | cells | cell delay (ns) |
|---|---|---|
| buffers and inverters | 4 | 0.46 |
| muxes | 1 | 0.30 |
timing repair:
item | 4_1_cts | 5_1_grt
endpoints found under the setup margin | 32 | 32
buffers inserted | 7 | 0
gates resized | 192 | 8
pin swaps | 0 | 0
Power figures rest on the tool's default switching activity, not on a simulated workload.
