===== flow/run.sh =====
#!/bin/bash
# OpenROAD 26Q1-2900-gdf79404cd8, Yosys 0.63+post, stock flow scripts
make -C /OpenROAD-flow-scripts/flow DESIGN_CONFIG=/design/flow/config.mk WORK_HOME=/design/flow/orfs finish

===== flow/config.mk =====
export PLATFORM = sky130hd
export DESIGN_NAME = Add_ALU
export DESIGN_NICKNAME = Add_ALU
export VERILOG_FILES = /design/flow/design.v
export SDC_FILE = /design/flow/constraint.sdc
export NUM_CORES = 4
export LEC_CHECK = 1
export CORE_AREA = 10 10 107 107
export DIE_AREA = 0 0 117 117

===== flow/constraint.sdc =====
current_design Add_ALU

set clk_period 24.1
set clk_io_pct 0.2

create_clock -name clk0 -period $clk_period

set non_clock_inputs [all_inputs -no_clocks]
set_input_delay [expr $clk_period * $clk_io_pct] -clock clk0 $non_clock_inputs
set_output_delay [expr $clk_period * $clk_io_pct] -clock clk0 [all_outputs]

===== flow/design.v =====
module Add_ALU(PCout, ShiftOut, Add_ALUOut);
	input [31:0] PCout;
	input [31:0] ShiftOut;
	output reg [31:0] Add_ALUOut;
	always @(*) begin
		Add_ALUOut <= PCout + ShiftOut;
	end
endmodule

==> run notes <==
The number of remaining DRC errors came out at 0. According to the floorplan report, the die height is 117 um. Worst hold path class: in2out. The leakage component of the power was reported as 0.00118 uW. The synthesized area per cell was 7.24 um2; the area occupied by multi-input gates was 0.00168 mm2.

The logs give 0 for the portion of the post-synthesis area used by sequential elements and 0.0129 mV for the worst voltage drop across the vdd grid. Once the clock tree was built, the resizer swapped 0 gates to a different size. In the layout the commonest cells are 96 x clkdlybuf4s50_1, 31 x ha_1, 29 x a21oi_1.

The detailed router placed 2085 vias in this run. The number of hold buffers added after CTS was 0. Summing internal, switching and leakage power gives 81.2 uW. The floorplan die width was 117 um. The number of input and output port buffers inserted is 96. The run gives 35 as the site row count. The tools report the global-route total usage across every layer as 0.0904. The tools report the destination of the critical timing path as Add_ALUOut[26].

The run gives 437 as the total instance count after detailed placement. The tools report the sequential cell count as 0. Summed over all failing endpoints, the final setup total negative slack is 0 ns. Cell count listed in synth_stat.txt: 241. The worst setup path is launched from an input port. After synthesis the cells add up to 0.00174 mm2.

The share of cells above drive strength 1 was 0.0307. Setup repair after global routing left no endpoint under its margin. Endpoint arrival time on the critical path: 7.80 ns. After synthesis, the chip area reported by Yosys is 0.00174 mm2. For the number of antenna cells inserted, the log shows 0.

The tools report the setup violation total in the final timing report as 0. The simple-gate share of the synthesized area came out at 0.183. The run gives 79.2 MHz for the achievable clock frequency. The share of synthesized area spent on multiplexers is 0.0115, and the post-CTS setup buffer count is 0.

Once layout is complete, the cells apart from fillers number 437. The post-synthesis xor/xnor area fraction was 0.141. In this run the standard cell core region covers 0.00920 mm2. The logs give 2127 for the number of global-route vias before repair and 0 for the final count of pins violating max slew.

The count of nets left with antenna violations once routing finished came out at 0. The synthesized netlist contains 50 unique library cells. For the total die size, the log shows 0.0137 mm2. In the finished layout, the clock tree contains a buffer count of 0.

The worst setup path is captured at an output pin. The launch point of the critical path is PCout[0]. The first global-routing pass estimated 10400 um of wire. The initial antenna violation count was 1; the tool warning count was 32. The count of TritonRoute iterations in the first routing pass was 6; the area fraction in compound gates was 0.393. The portion of the clock cycle consumed by the worst path in the final layout came out at 0.524. At the end of routability-driven placement, the weighted congestion stood at 0.828. The headroom to the max-slew limit is 0.663. The global route total overflow was 0. The run gives 0.234 for the share of synthesized cell area in full adder, half adder and majority cells. The tools report the maximum number of pins on one net before global-route repair as 11. The run gives 0.190 as the initial cell density of the core. The number of hold-slack violations in the final timing report came out at 0.

Summing all flip-flop and latch instances after layout gives 0 um2. For the half-perimeter wire length of the detailed placement result, the log shows 5590 um. The fill cell instance count of the final layout was 979; the number of warnings printed during yosys synthesis was 1.

The endpoint required time on the critical path is 19.28 ns, and the gate count of the mapped netlist is 241. The script computed a power per unit cell area of 29.0 mW/mm2. The run finished with clean final reports.

The transition at the pin with the smallest max-transition slack is 0.493 ns. The critical path in this run is classified as in2out. For this run, the detailed router reports a per-instance via density of 4.77. The wire length recorded after detailed routing is 6340 um. Max-cap violations in this run came to 0. The main logic family after synthesis was AND-OR/OR-AND gates.

The most common library cell in the layout ignoring fill and taps is clkdlybuf4s50_1. In this run, the number of DRC markers left after iteration 0 of detailed routing was 88. The area growth from synthesis to layout is 60.5%.

For the count of boundary I/O pins, the log shows 96. In the final routed layout, each cell accounts on average for 14.5 um. The minimum period implied by the final worst setup slack is 12.62 ns.

The biggest fanout along the worst timing path came out at 4.
[cells by family after synthesis]
group,after synthesis
AND-OR/OR-AND,97
XOR/XNOR,28
adder cells (fa/ha/maj),32
buffers and inverters,17
multiplexers,2
AND/OR/NAND/NOR,65
[layer usage]
layer / up-vias / global-route usage / share of wire
li1: 1093 / - / -
met1: 931 / 0.115 / 0.45
met2: 57 / 0.152 / 0.45
met3: 2 / 0.0335 / 0.10
met4: 2 / 0 / 0
met5: - / 0 / 0.0011
[worst min path at each step]
| stage | start | to | slack, ns | depth (start not counted) |
|---|---|---|---|---|
| final | ShiftOut[0] | Add_ALUOut[0] | 10.67 | 3 |
| after global routing | ShiftOut[0] | Add_ALUOut[0] | 10.73 | 3 |
| after CTS | ShiftOut[0] | Add_ALUOut[0] | 10.69 | 3 |
[per-stage QoR]
stage               hold WS, ns  setup WS [ns]  utilization  instance area, um2
floorplan                  9.71          12.63            -                1740
global placement          10.67          11.48        0.304                2800
detailed placement        10.68          11.43        0.304                2800
CTS                       10.69          11.42        0.304                2800
global route              10.73          11.25        0.304                2800
finish                    10.67          11.48        0.304                2800
[synth_stat cells, drive strengths merged, types with 2 or more instances]
cell type	n	area (um2)
o21bai	5	48.8
a311oi	3	43.8
clkbuf	8	30.0
o21a	2	15.0
ha	31	388
o21ai	15	78.8
a31oi	3	18.8
mux2i	2	20.0
inv	6	22.5
xor2	15	131
nor2	12	45.0
nand4	8	50.1
xnor2	13	114
a21o	19	143
buf	3	13.8
o221ai	2	17.5
nor3	4	20.0
a211oi	3	22.5
o311ai	2	17.5
nand2b	2	12.5
o211ai	3	22.5
a21oi	29	145
or2	3	18.8
nand3	10	50.1
nand2	18	67.6
[worst max-delay path, stage by stage]
cell	delay [ns]
clkdlybuf4s50_1	0.40
ha_1	0.24
fa_1	0.41
a21o_1	0.23
a31o_2	0.28
nand3_1	0.09
o221ai_1	0.23
a311oi_1	0.36
o21bai_1	0.11
xor2_1	0.14
clkdlybuf4s50_1	0.50
[final cells by class]
cell class | instances | area share
timing repair buffer | 96 | 0.343
inverter | 6 | 0.00804
tap | 111 | 0.0496
multi-input combinational | 224 | 0.599
[power breakdown]
group | switching [uW] | internal (uW) | leakage (uW)
clock | 0 | 0 | 0
sequential | 0 | 0 | 0
combinational | 32.8 | 48.4 | 0.00118
Power figures rest on the tool's default switching activity, not on a simulated workload.
