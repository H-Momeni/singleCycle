`flow/config.mk`:
```
export PLATFORM = sky130hd
export DESIGN_NAME = Mux4
export DESIGN_NICKNAME = Mux4
export VERILOG_FILES = /design/flow/design.v
export SDC_FILE = /design/flow/constraint.sdc
export NUM_CORES = 4
export LEC_CHECK = 1
export CORE_AREA = 10 10 71 71
export DIE_AREA = 0 0 81 81
```
`flow/run.sh`:
```
#!/bin/bash
# OpenROAD 26Q1-2900-gdf79404cd8, Yosys 0.63+post, stock flow scripts
make -C /OpenROAD-flow-scripts/flow DESIGN_CONFIG=/design/flow/config.mk WORK_HOME=/design/flow/orfs finish
```
`flow/constraint.sdc`:
```
current_design Mux4

set clk_period 1.0
set clk_io_pct 0.2

create_clock -name clk0 -period $clk_period

set non_clock_inputs [all_inputs -no_clocks]
set_input_delay [expr $clk_period * $clk_io_pct] -clock clk0 $non_clock_inputs
set_output_delay [expr $clk_period * $clk_io_pct] -clock clk0 [all_outputs]
```
`flow/design.v`:
```
module Mux4 (PCout, Add_ALUOut, AndGateOut, PCin1);
	input [31:0] PCout, Add_ALUOut;
	input AndGateOut;	
	output reg [31:0] PCin1;
	initial begin
		PCin1 <= 0;
	end
	always @(*) begin
		case (AndGateOut)
			0: PCin1 <= PCout ;
			1: PCin1 <= Add_ALUOut;
		endcase
	end
endmodule
```
==> job_summary.md <==
## Synthesis and layout report

| Metric | Value |
|---|---|
| Max-cap violations | 0 |
| Global-route wire length before repair | 3910 um |
| Yosys warnings | 1 |
| I/O pin cnt | 97 |
| Delay-heaviest family, CP | buffers and inverters |
| Max incr delay on CP | 290 ps |
| CP Max Fanout | 7 |
| Largest net degree at the start of global routing | 8 |
| Vias per Instance | 3.80 |
| Tot GR Track Use | 7.40% |
| Yosys chip area | 544 um2 |
| DR vias | 700 |
| FP Core Util | 15.0% |
| Pre-CTS WS | -529 ps |
| CP max-delay cell | mux2_4 |
| Dominant logic cell type in the layout | dlygate4sd2_1 |
| CORE AREA | 3630 um2 |
| Total gr overflow | 0 |
| Row Count | 22 |
| # Cells Yosys | 36 |
| Drt total wl | 2890 um |
| Diode count | 0 |
| Layout cells sized above 1 | 52.9% |
| Chip Height | 81 um |
| PortBufs | 97 |
| Final hold violation count | 0 |
| Mapped Avg Cell Area | 15.1 um2 |
| Critical Path AT | 880 ps |
| Most numerous logic cells after layout | dlygate4sd2_1, mux2_4, buf_6 |
| Fin area | 1540 um2 |
| Final worst-path cycle share | 108% |
| Max Slew Vio Count | 0 |
| Routed len/inst | 15.7 um |
| Hold Crit Class | in2out |
| Cell count after synthesis | 36 |
| Measured slew at the worst slew-check pin | 105 ps |
| Sequential Area | 0 um2 |
| HPWL after DPL | 2560 um |
| Max frequency | 927 MHz |
| Die width | 81 um |
| Stages on the worst setup path | 4 |
| Area after DPL | 1560 um2 |
| Clkbuf count | 0 |
| Crit path to | PCin1[21] |
| Post-Route Utilization | 42.5% |
| Setup ws final | -79.0 ps |
| Remaining DRCs | 0 |
| Critical path class | in2out |
| Critical path launch point type | input pin |
| Peak VDD IR | 177 uV |
| RSZ-0062 raised after global routing | yes |
| Headroom to the max-slew limit | 93.0% |
| Pwr Density | 391 nW/um2 |
| Violated checks | negative setup slack |
| Crit. End Element | output port |
| Worst Path Required | 800 ps |
| Routability cong. | 0.858 |
| Final setup vio count | 32 |
| Register share after synthesis | 0% |
| DR pass1 iterations | 2 |
| Synth Cell Area | 544 um2 |
| Synth-to-layout area growth | 184% |
| Unique cell types | 4 |
| Hold Path Depth | 3 |
| Worst Setup SP | AndGateOut |
| Leakage power | 0.844 nW |
| Tool Warnings | 34 |
| Vias in the first global route | 738 |
| Seq Cell Count | 0 |
| Status | finished with violations |
| Die outline area | 6560 um2 |
| ANT nets after route | 0 |
| DRT iter0 DRCs | 2 |
| CTS Hold Bufs | 0 |
| Crit path cell chain | buf_12, buf_16, mux2_4, buf_6 |
| Antenna violations before repair | 0 |
| Buffers plus inverters on the worst setup path | 3 |
| Period minus WS final | 1080 ps |
| Worst hold margin | 797 ps |
-- cell usage after synthesis, drive strengths merged --
| library cell | number | area, um2 |
|---|---|---|
| mux2 | 32 | 473 |
| buf | 4 | 71.3 |
-- final cells by class --
cell class	count	area, um2
fill	369	2090
multi-input combinational	32	480
tap	48	60.1
timing repair buffer	104	1000
-- timing repair --
| item | 4_1_cts | 5_1_grt |
|---|---|---|
| resized | 187 | 0 |
| gates cloned | 3 | 0 |
| setup buffers | 1 | 0 |
| endpoints found under the hold margin | 0 | 0 |
| setup endpoints to repair | 32 | 32 |
-- through the flow --
| step | TNS [ps] | std cells | total power [W] |
|---|---|---|---|
| finish | -2320 | 184 | 0.000604 |
| global route | -2920 | 184 | 0.000647 |
| CTS | -2540 | 184 | 0.000617 |
| detailed placement | -16470 | 180 | 0.000672 |
| global placement | -16270 | 180 | 0.000668 |
| floorplan | 0 | 36 | 0.000206 |
-- how the worst min path moves through the flow --
stage	startpoint	to	slack [ps]
final	PCout[31]	PCin1[31]	800
after global routing	Add_ALUOut[24]	PCin1[24]	810
after CTS	Add_ALUOut[25]	PCin1[25]	800
-- cell families after synthesis --
group                  count (synthesis)  synth area share, %
buffers and inverters                  4                 13.1
muxes                                 32                 86.9
-- layer usage --
layer / GRT usage [%] / routed length, um / vias to the layer above
li1: - / - / 338
met1: 9.22 / 1150 / 312
met2: 12.6 / 1400 / 50
met3: 2.90 / 332 / 0
met4: 0 / 0 / 0
met5: 0 / 0 / -
-- where the power goes --
group          internal [W]  switching, W
registers                 0             0
clock network             0             0
logic              0.000465      0.000139
total              0.000465      0.000139
No activity file was given, so power comes from the tool's default toggle rates.
